==> /design/flow/config.mk <==
export PLATFORM = sky130hd
export DESIGN_NAME = reu_emulation
export DESIGN_NICKNAME = reu_emulation
export VERILOG_FILES = /design/flow/design.v
export SDC_FILE = /design/flow/constraint.sdc
export NUM_CORES = 4
export LEC_CHECK = 1
export CORE_UTILIZATION = 40
==> /design/flow/constraint.sdc <==
current_design reu_emulation

set clk_period 2.8
set clk_io_pct 0.2

create_clock -name clk0 -period $clk_period [get_ports {clk_sys}]

set non_clock_inputs [all_inputs -no_clocks]
set_input_delay [expr $clk_period * $clk_io_pct] -clock clk0 $non_clock_inputs
set_output_delay [expr $clk_period * $clk_io_pct] -clock clk0 [all_outputs]
==> /design/flow/design.v <==
module reu_emulation (
    input  wire        clk_sys,       
    input  wire        rst_n,
    input  wire        cs_reu,        
    input  wire [3:0]  reg_addr,      
    input  wire        we,            
    input  wire [7:0]  data_in,       
    output reg  [7:0]  data_out,      
    input  wire        ff00_write,    
    input  wire        c64_phi2,      
    output reg         c64_ba,        
    input  wire        c64_dma_ack,   
    output reg [15:0]  c64_addr_out,  
    output reg [7:0]   c64_data_out,  
    input  wire [7:0]  c64_data_in,   
    output reg         c64_rw_out,    
    output reg [23:0]  mem_addr,      
    output reg [7:0]   mem_wdata,     
    input  wire [7:0]  mem_rdata,     
    output reg         mem_we,        
    output reg         mem_req        
);
    reg [7:0] r_status;       
    reg [7:0] r_command;      
    reg [15:0] r_c64_addr;    
    reg [23:0] r_reu_addr;    
    reg [15:0] r_transfer_len; 
    reg [7:0] r_irq_mask;     
    reg [7:0] r_addr_control; 
    reg [15:0] s_c64_addr;
    reg [23:0] s_reu_addr;
    reg [15:0] s_transfer_len;
    always @(posedge clk_sys or negedge rst_n) begin
        if (!rst_n) begin
            r_status <= 8'h10;  
            r_command <= 0;
            r_c64_addr <= 0;
            r_reu_addr <= 0;
            r_transfer_len <= 0;
            r_irq_mask <= 0;
            r_addr_control <= 0;
            s_c64_addr <= 0;
            s_reu_addr <= 0;
            s_transfer_len <= 0;
        end else begin
            if (cs_reu && we) begin
                case (reg_addr)
                    4'h1: begin 
                        r_command <= data_in;
                        if (data_in[7]) begin
                            s_c64_addr <= r_c64_addr;
                            s_reu_addr <= r_reu_addr;
                            s_transfer_len <= r_transfer_len;
                        end
                    end
                    4'h2: r_c64_addr[7:0] <= data_in;
                    4'h3: r_c64_addr[15:8] <= data_in;
                    4'h4: r_reu_addr[7:0] <= data_in;
                    4'h5: r_reu_addr[15:8] <= data_in;
                    4'h6: r_reu_addr[23:16] <= data_in | 8'hF8;  
                    4'h7: r_transfer_len[7:0] <= data_in;
                    4'h8: r_transfer_len[15:8] <= data_in;
                    4'h9: r_irq_mask <= data_in;
                    4'hA: r_addr_control <= data_in;
                endcase
            end
            if (cs_reu && !we && reg_addr == 4'h0) begin
                r_status[7:5] <= 3'b000;  
            end
            if (status_update_en) begin
                r_status[7:5] <= status_update_val;
            end
            if (clear_ff00_bit) begin
                r_command[4] <= 0;
            end
            if (clear_execute_bit) begin
                r_command[7] <= 0;
            end
            if (update_regs) begin
                r_c64_addr <= next_c64_addr;
                r_reu_addr <= next_reu_addr;
                r_transfer_len <= next_transfer_len;
            end
            if (autoload_restore) begin
                r_c64_addr <= s_c64_addr;
                r_reu_addr <= s_reu_addr;
                r_transfer_len <= s_transfer_len;
            end
        end
    end
    always @(*) begin
        case (reg_addr)
            4'h0: data_out = r_status;
            4'h1: data_out = r_command;
            4'h2: data_out = r_c64_addr[7:0];
            4'h3: data_out = r_c64_addr[15:8];
            4'h4: data_out = r_reu_addr[7:0];
            4'h5: data_out = r_reu_addr[15:8];
            4'h6: data_out = r_reu_addr[23:16] | 8'hF8;
            4'h7: data_out = r_transfer_len[7:0];
            4'h8: data_out = r_transfer_len[15:8];
            4'h9: data_out = r_irq_mask | 8'h1F;
            4'hA: data_out = r_addr_control | 8'h3F;
            default: data_out = 8'hFF;
        endcase
    end
    reg [1:0] phi2_sr;
    always @(posedge clk_sys) phi2_sr <= {phi2_sr[0], c64_phi2};
    wire phi2_rise = (phi2_sr == 2'b01);
    wire phi2_fall = (phi2_sr == 2'b10);
    localparam IDLE = 0;
    localparam WAIT_FF00 = 1;
    localparam REQ_BUS = 2;
    localparam READ_SYS = 3;
    localparam READ_REU = 4;
    localparam READ_REU_INTERNAL = 5;
    localparam WRITE_REU = 6;
    localparam WRITE_SYS = 7;
    localparam WRITE_REU_SWAP = 8;
    localparam WRITE_SYS_SWAP = 9;
    localparam VERIFY_COMPARE = 10;
    localparam UPDATE_ADDR = 11;
    localparam FINISH = 12;
    reg [3:0] state;
    reg [7:0] temp_sys;
    reg [7:0] temp_reu;
    reg status_update_en;
    reg [2:0] status_update_val;
    reg clear_ff00_bit;
    reg clear_execute_bit;
    reg update_regs;
    reg autoload_restore;
    reg [15:0] next_c64_addr;
    reg [23:0] next_reu_addr;
    reg [15:0] next_transfer_len;
    wire [1:0] transfer_type = r_command[1:0];  
    wire       fixed_c64     = r_addr_control[7];
    wire       fixed_reu     = r_addr_control[6];
    always @(posedge clk_sys or negedge rst_n) begin
        if (!rst_n) begin
            state <= IDLE;
            c64_ba <= 1;  
            mem_req <= 0;
            mem_we <= 0;
            status_update_en <= 0;
            clear_ff00_bit <= 0;
            clear_execute_bit <= 0;
            update_regs <= 0;
            autoload_restore <= 0;
            phi2_sr <= 0;
        end else begin
            status_update_en <= 0;
            clear_ff00_bit <= 0;
            clear_execute_bit <= 0;
            update_regs <= 0;
            autoload_restore <= 0;
            mem_req <= 0;
            mem_we <= 0;
            case (state)
                IDLE: begin
                    c64_ba <= 1;
                    if (r_command[7]) begin  
                        if (r_command[4]) begin  
                            state <= WAIT_FF00;
                        end else begin
                            state <= REQ_BUS;
                        end
                    end
                end
                WAIT_FF00: begin
                    if (ff00_write) begin
                        clear_ff00_bit <= 1;
                        state <= REQ_BUS;
                    end
                    if (!r_command[7]) state <= IDLE;
                end
                REQ_BUS: begin
                    c64_ba <= 0;  
                    if (c64_dma_ack) begin
                        if (transfer_type == 2'b01)  
                            state <= READ_REU;
                        else  
                            state <= READ_SYS;
                    end
                end
                READ_SYS: begin
                    c64_rw_out <= 1;  
                    c64_addr_out <= r_c64_addr;
                    if (phi2_fall) begin
                        state <= (transfer_type == 2'b00) ? WRITE_REU : READ_REU_INTERNAL;
                    end
                end
                READ_REU: begin
                    mem_req <= 1;
                    mem_we <= 0;
                    mem_addr <= r_reu_addr;
                    state <= WRITE_SYS;
                end
                READ_REU_INTERNAL: begin
                    temp_sys <= c64_data_in;
                    mem_req <= 1;
                    mem_we <= 0;
                    mem_addr <= r_reu_addr;
                    state <= (transfer_type == 2'b10) ? WRITE_REU_SWAP : VERIFY_COMPARE;
                end
                WRITE_REU: begin
                    if (transfer_type == 2'b00) temp_sys <= c64_data_in;
                    mem_req <= 1;
                    mem_we <= 1;
                    mem_addr <= r_reu_addr;
                    mem_wdata <= (transfer_type == 2'b00) ? c64_data_in : temp_sys;
                    state <= UPDATE_ADDR;
                end
                WRITE_SYS: begin
                    temp_reu <= mem_rdata;
                    c64_rw_out <= 0;  
                    c64_addr_out <= r_c64_addr;
                    c64_data_out <= mem_rdata; 
                    if (phi2_fall) begin
                        state <= UPDATE_ADDR;
                    end
                end
                WRITE_REU_SWAP: begin
                    temp_reu <= mem_rdata;
                    mem_req <= 1;
                    mem_we <= 1;
                    mem_addr <= r_reu_addr;
                    mem_wdata <= temp_sys;
                    state <= WRITE_SYS_SWAP;
                end
                WRITE_SYS_SWAP: begin
                    c64_rw_out <= 0;
                    c64_addr_out <= r_c64_addr;
                    c64_data_out <= temp_reu;
                    if (phi2_fall) begin
                        state <= UPDATE_ADDR;
                    end
                end
                VERIFY_COMPARE: begin
                    temp_reu <= mem_rdata;
                    if (temp_sys != mem_rdata) begin
                        status_update_en <= 1;
                        status_update_val <= 3'b001;  
                        if (r_irq_mask[5]) status_update_val[2] <= 1;  
                        state <= FINISH;
                    end else begin
                        state <= UPDATE_ADDR;
                    end
                end
                UPDATE_ADDR: begin
                    update_regs <= 1;
                    next_c64_addr <= fixed_c64 ? r_c64_addr : r_c64_addr + 1;
                    next_reu_addr <= fixed_reu ? r_reu_addr : r_reu_addr + 1;
                    next_transfer_len <= r_transfer_len - 1;
                    if (r_transfer_len == 1) begin
                        state <= FINISH;
                        status_update_en <= 1;
                        status_update_val <= 3'b010;  
                        if (r_irq_mask[6]) status_update_val[2] <= 1;  
                    end else begin
                        if (transfer_type == 2'b01) state <= READ_REU;
                        else state <= READ_SYS;
                    end
                end
                FINISH: begin
                    c64_ba <= 1;  
                    clear_execute_bit <= 1;
                    if (r_command[5]) begin  
                        autoload_restore <= 1;
                    end
                    state <= IDLE;
                end
            endcase
        end
    end
endmodule
==> /design/flow/run.sh <==
#!/bin/bash
# OpenROAD 26Q1-2900-gdf79404cd8, Yosys 0.63+post, stock flow scripts
make -C /OpenROAD-flow-scripts/flow DESIGN_CONFIG=/design/flow/config.mk WORK_HOME=/design/flow/orfs finish
==> reports/summary.txt <==
HP Class -> flip-flop to flip-flop
Avg WL per Cell -> 17.4 um
max cap viols -> 0
Worst IR Drop VDD -> 0.000380 V
final RePlAce weighted congestion -> 0.874
XORs/XNORs by Area -> 0%
CTS H-tree lvls -> 4
diode count -> 0
Num CTS Buffers -> 17
Die Ht -> 114 um
final setup vio count -> 1
# Cells Yosys -> 348
status -> finished with violations
Main synth FF type -> dfrtp_1
layout cell share with drive strength beyond 1 -> 33.8%
count of library flops with an enable pin -> 45
Die W -> 114 um
I/O pins -> 103
vias in the first global route -> 3,287
CTS clk-pin slew, worst paths -> 0.05 ns
GR Layer Usage met2 -> 27.6%
die area -> 13,000 um^2
Via density -> 5.00
endpoint type of the worst setup path -> output port
Core ar. -> 12,100 um^2
CTS Sinks -> 119
Synth cell types -> 48
WP data arrival -> 2.28 ns
cell count after synthesis -> 348
dpl hpwl -> 7.93 mm
grt met1 use -> 34.0%
Yosys warnings -> 5
Buffers on Ports -> 84
total power -> 4.98 mW
clk root buf -> clkbuf_16
crit start category -> input port
power density cells -> 718 nW/um^2
crit path time final -> 2.84 ns
max-slew violations -> 0
Fmax achieved -> 353 MHz
post-synthesis mux area share -> 16.5%
fp util -> 41.4%
Avg Inst Size Synth -> 14.4 um^2
gr usage total -> 19.5%
drt pass-1 iters -> 4
Post-synth regs -> 119
tool warnings -> 35
Final Cycle Share -> 101%
Simple-Gate Area Share -> 8.53%
failing checks -> setup timing
Worst-Skew Late Latency -> 0.41 ns
Final Hold Violating Endpoints -> 0
CTS tree -> yes
met3 Use GR -> 4.28%
remaining global-route overflow -> 0
Post-synth ARST share -> 62.2%
yosys stat area -> 5020 um^2
setup TNS -> -0.0352 ns
Slew headroom -> 59.8%
initial antenna violation count -> 0
Largest cells by area -> dfrtp_1, edfxtp_1, mux2_2
PnR worst setup slack -> -0.0352 ns
first-pass GRT wire length -> 18.2 mm
Max Buffers Root-to-Sink -> 2
Cell Rows -> 40
grt peak-use layer -> met1
unrepaired setup endpoints after global routing -> true
worst-path maximum fanout -> 10
worst clock skew -> 0.00667 ns
ao+oa area frac -> 7.35%
critical path class -> input port to output port
routed vias -> 3,262
antenna viol nets, final -> 0
final WL -> 11.3 mm
area share of the largest cell type after synthesis -> 35.9%
register share after synthesis -> 63.9%
post-synth top area cell -> dfrtp_1
pin count of the biggest net entering global routing -> 41
static leakage -> 2.89 nW
DRC viols -> 0
CP required -> 2.24 ns
largest family of logic cells by area -> multiplexers
Adders+Majority by Area -> 0%
Post-Syn Area -> 5020 um^2
Initial DRC Count -> 163
slew of the pin with the lowest slew margin -> 0.601 ns
Syn-to-layout area delta -> 38.1%
logic make-up (layout without fill, tap and decap cells):
kind of cell / after synthesis / in the layout
flops: 119 / 119
other cells: 1 / 9
mux: 73 / 73
buf+inv: 33 / 162
simple gates: 71 / 71
compound gates: 51 / 51
routing by layer:
layer	wire length, um	part of all wire [%]
met1	5610	49
met2	5070	45
met3	488	4.3
met4	176	1.6
met5	0	0
stage by stage:
step                      utilization, %  hold WS (ns)  worst slack, ns  cells  instance area (um^2)
after global placement              51.4         0.365           -0.341    617                  6230
after CTS                           57.0         0.392          0.00575    653                  6910
after floorplan                        -         0.264            0.686    356                  5050
final                               57.2         0.395          -0.0352    653                  6930
after global routing                57.2         0.413          -0.0750    653                  6930
after detailed placement            51.4         0.382           -0.328    617                  6230
worst max-delay path: stages:
cell and delay, ns:
dlygate4sd2_1 0.28, buf_6 0.16, buf_4 0.15, o21ai_1 0.20, a21boi_0 0.30, o2111ai_2 0.19, clkdlybuf4s50_1 0.44
path summary, 6_finish.rpt:
| check | start | to | slack [ns] | cells past startpoint |
|---|---|---|---|---|
| max | reg_addr[2] | data_out[3] | -0.04 | 7 |
| min | state[1]$_DFF_PN0_ | mem_req$_DFF_PN0_ | 0.39 | 0 |
| max reg2reg | state[6]$_DFF_PN0_ | c64_addr_out[11]$_DFFE_PP_ | 1.47 | 2 |
| min reg2reg | state[1]$_DFF_PN0_ | mem_req$_DFF_PN0_ | 0.39 | 0 |
| max in group asynchronous | rst_n | r_command[5]$_DFFE_PN0P_ | 1.12 | 4 |
| min in group asynchronous | rst_n | state[6]$_DFF_PN0_ | 0.49 | 2 |
synthesized netlist by cell type, types with 3 or more instances:
library cell,count
edfxtp_1,45
clkbuf_1,4
or3_1,5
nand3_1,4
a31oi_1,3
mux2i_1,5
inv_1,5
dfrtp_1,72
and2_1,3
a22oi_1,7
mux2_2,67
a21boi_0,3
nor2_2,3
nand2b_1,5
a32oi_1,3
and3_1,3
o21ai_0,13
buf_2,10
buf_4,13
nor2_4,3
a22o_1,4
nor2_1,8
nor2b_1,12
nand4_1,3
nand2_1,13
nand4_2,3
cells in the final DEF, fill, tap and decap left out, types with 4 or more instances in the layout:
cell              n
buf_4            34
dfrtp_1          72
mux2i_1           5
conb_1            9
clkdlybuf4s50_1  77
clkinv_4          6
a22oi_1           6
o21ai_1           4
nand2b_1          5
or3_1             5
inv_1             5
nor2b_1           8
clkbuf_16        17
nand3_1           4
edfxtp_1         45
a22o_1            4
o21ai_0           9
bufinv_16         4
nand2_1          13
mux2_2           67
nor2_1            8
what timing repair did:
action | CTS | global route
hold endpoints to repair | 2 | 0
hold buffers | 1 | 0
setup buffers | 2 | 0
setup endpoints to repair | 8 | 7
pin swaps | 4 | 3
resized | 18 | 9
cloned | 1 | 0
power breakdown:
group	internal, mW	switching (mW)
logic	0.314	0.205
registers	2.04	0.136
clock network	1.49	0.787
total	3.85	1.13
state kept, by name (all words and copies together) (netlist names), 2 cells and up:
signal and count:
r_irq_mask 3, c64_data_out 8, r_c64_addr 16, r_command 8, r_addr_control 2, r_transfer_len 16
mem_addr 20, state 6, r_reu_addr 20, c64_addr_out 16
layout make-up:
| type | instances | area, um^2 |
|---|---|---|
| clock inverter | 14 | 200 |
| fill | 974 | 5180 |
| sequential | 119 | 3210 |
| multi-input combinational | 204 | 1690 |
| inverter | 5 | 18.8 |
| timing repair buffer | 125 | 1170 |
| tap | 168 | 210 |
| clock buffer | 18 | 429 |
Power and IR drop assume default switching activity.
