--- design/flow/constraint.sdc ---
current_design bridge_ram

set clk_period 15.3
set clk_io_pct 0.2

create_clock -name clk0 -period $clk_period [get_ports {clk}]

set non_clock_inputs [all_inputs -no_clocks]
set_input_delay [expr $clk_period * $clk_io_pct] -clock clk0 $non_clock_inputs
set_output_delay [expr $clk_period * $clk_io_pct] -clock clk0 [all_outputs]
--- design/flow/design.v ---
module bridge_ram (
    input  wire        clk,
    input  wire [7:0]  addr,
    input  wire [7:0]  din,
    output reg  [7:0]  dout,
    input  wire        we,
    input  wire        en
);
    reg [7:0] mem [0:255];
    always @(posedge clk) begin
        if (en) begin
            if (we) begin
                mem[addr] <= din;
            end
            dout <= mem[addr];
        end
    end
endmodule
--- design/flow/run.sh ---
#!/bin/bash
# OpenROAD 26Q1-2900-gdf79404cd8, Yosys 0.63+post, stock flow scripts
make -C /OpenROAD-flow-scripts/flow DESIGN_CONFIG=/design/flow/config.mk WORK_HOME=/design/flow/orfs finish
--- design/flow/config.mk ---
export PLATFORM = sky130hd
export DESIGN_NAME = bridge_ram
export DESIGN_NICKNAME = bridge_ram
export VERILOG_FILES = /design/flow/design.v
export SDC_FILE = /design/flow/constraint.sdc
export NUM_CORES = 4
export LEC_CHECK = 1
export CORE_UTILIZATION = 40
==> summary.txt <==
This note records the results obtained with Yosys and OpenROAD.

Status
The flow ran to the end, and the final reports show no timing, DRC or antenna violations.

Finish
The final design instance area without fill is 88700 um2. In the final layout, the share of cells above drive strength 1 is 0.256. The utilization after layout is 0.455. Excluding fillers, the count of instances in the completed layout stands at about 6500. In this run the layout overhead on the synthesized area is reported as 13.2%. In the final layout, the fill cell count is roughly 16000.

Clock tree
The post-CTS resize count is 0. The total number of H-tree levels is 4. TritonCTS built the clock tree.

Looking at the clock tree report, the maximum root-to-sink buffer count equals 3. The buffer count from post-CTS setup fixing is 0. On the reported timing paths, the clock transition at the registers reads roughly 60 ps. Clock tree synthesis inserted a total of between 150 and 200 buffers.

Clock tree synthesis selected as its root buffer the cell clkbuf_16. The worst-skew pair later-pin latency is around 810 ps. The hold buffer count at cts is 0. The CTS sink count is between 2000 and 2500.

Critical path
The worst setup path is of the in2reg kind. STA shows the worst reg2reg path with a cell count of 5. Looking at the reg2reg group, the worst path ends at dout[5]. The element type at the critical path end is a register. The largest driver fanout on the critical path is approximately 90. Per STA, the library cell used most along the worst path is buf_4. The cell type of the slowest stage on the worst timing path is o41ai_1. The worst endpoint data arrival time is 7960 ps. The timing report gives the worst reg2reg path a setup slack of between 10000 and 15000 ps. The delay of the slowest cell on the worst path is 790 ps. For reference, the critical path cell chain is buf_8, buf_4, buf_4, buf_12, buf_4, mux4_2, a22oi_1, a21oi_1, o41ai_1, buf_4, nand4_1. The beginning of the critical path is addr[1]. The launching element type of the critical path is an input pin. The required arrival time at the worst endpoint is approximately 16000 ps. The startpoint of the lowest-slack register-to-register path is mem[239][5]. The worst setup path endpoint is dout[6].

Timing
The setup skew after layout is 35.4 ps. Counting I/O delays and the setup requirement, the final critical path takes roughly 7400 ps. The number of slew-limit violations in the final report is 0. The count of final setup violators is 0. The slew check shows that the tightest pin keeps a relative margin of 0.114. The maximum clock rate is roughly 130 MHz.

Setup repair after global routing left no endpoint under its margin. The count of final hold-check violations is 0. The final critical-path share of the clock period is 0.485. Adding up every negative setup slack in the final design gives 0 ps. The slew at the pin closest to its max-slew limit is 1310 ps.

Synthesis
The proportion of synthesized area in mux cells is 0.147. For this run, the number of Yosys warnings is 1. The main area contributors are edfxtp_1 79%, mux4_2 15%, a22oi_1 2.5%. The number of enable flip-flop cells is just over 2000.

The leading register cell type out of synthesis is edfxtp_1. The cell-mix breakdown from Yosys lists the compound-gate area share as 0.0363. The post-synth register bit count is ~2000.

The leading area contributor after synthesis is edfxtp_1. The dominant combinational cell family by area after synthesis is multiplexers. The average instance in the mapped netlist occupies 22.2 um2. The most frequent cell after synthesis is edfxtp_1. Sorting the synthesized cells by how often they occur yields 2056 x edfxtp_1, 512 x mux4_2, 259 x nor2_1, 256 x a22oi_1, 143 x clkbuf_1. The number of different library cells in the post-synthesis netlist is 21. The fraction of synthesized cell area taken by the top area cell type is 0.788.

The post-synthesis cell area is ~80000 um2. The area fraction in and, or, nand and nor cells is 0.0160. The yosys cell count is roughly 3500.

The number of instances in the synthesized netlist is between 3000 and 4000. The cell-mix breakdown from Yosys lists the XOR/XNOR area share as 0. The chip area line in the Yosys stat output reads around 78000 um2. Per Yosys stat, the portion of area used by sequential elements is 0.788.

The proportion of register bits with asynchronous set or reset after synthesis is 0. The arithmetic-cell share of the synthesized area counting full adders, half adders and majority gates is 0.

Global route
Entering global routing, the biggest net connects 147 pins. The initial antenna violation count is 4. The global routing report lists combined usage of all routing layers as 0.215. The met2 track demand over resource is 0.318. The remaining global-route overflow is 0. The first global-routing pass estimated around 280000 um of wire. The highest-utilization routing layer at the global route stage is met2. The number of global-route vias before repair is 40600. On met1, the global router reports a usage of 0.268.

On met3, the global router reports a usage of 0.156.

Detailed routing
The average wire per cell in the routed design is 29.2 um. The first routing iteration left 2585 violations. Summed over all layers, the routed wires come to about 190000 um. The number of antenna-violating nets in the routed design is 0. Per the detail_route report, DRC violations left total 0. The number of iterations in the first detailed-routing pass is 7. The detailed router placed ~37000 vias in this run. For this run, the detailed router reports a per-instance via density of between 5 and 6.

Floorplanning
The chip width is approximately 440 um. The placement row count is 162. The region available for standard cell placement spans 195000 um2. In the floorplan report the effective utilization is 0.402.

According to the I/O placement log, the pin count is 27. The die height is 445 um. The overall die size recorded for this design is about 200000 um2.

Place
Per the placement log, port buffering inserted 26 buffers. The congestion estimate from routability-driven global placement came to between 0.8 and 0.9. Detailed placement ended at an HPWL of 112000 um. The placed standard-cell area is about 80000 um2. The placed instance count is roughly 6100.

Job
The reported max-cap violation count is 0. Across all stage logs, warnings added up to 29.

Power
The maximum vdd ir drop is roughly 0.11 mV. The report lists the power per cell area as roughly 130 nW/um2. Summed over all cells, the static leakage comes to about 0.027 uW.

Min path
The hold path startpoint is mem[22][6]. STA reports the tightest min-delay check as being of type reg2reg.
flip-flops by register name, summed over array words and instances, names as in the netlist:
| register | cells |
|---|---|
| mem | 2048 |
| dout | 8 |
worst max-delay path, delay by kind of cell:
family,cells,cell delay [ps]
multiplexers,1,410
AND/OR/NAND/NOR,1,80
buffers and inverters,6,2910
AND-OR/OR-AND,3,1310
how the worst min path moves through the flow:
stage | end | slack (ps) | depth (start not counted)
4_1_cts | dout[6] | 1010 | 5
5_1_grt | dout[2] | 1100 | 5
6_report | dout[6] | 1010 | 5
stage by stage:
step | total power [uW] | worst slack [ps] | hold slack (ps)
global route | 11800 | 7700 | 1100
CTS | 11500 | 7770 | 1010
detailed placement | 6840 | 6880 | 1000
global placement | 6830 | 6870 | 1010
finish | 11400 | 7880 | 1010
floorplan | 6590 | 9980 | 896
metal layers:
metal / wire (um) / share of wire
met2: 91300 / 0.48
met3: 30700 / 0.16
met5: 530 / 0.0028
met4: 4880 / 0.026
met1: 62500 / 0.33
where the power goes:
group          internal, uW  switching (uW)  leakage (uW)
clock network          2700            2040       0.00308
logic                   173             319       0.00517
registers              6210            8.02        0.0185
cells in the final DEF (no fill, tap or decap), types with 4 or more instances in the layout:
cell | synthesis | layout
a21oi_1 | 128 | 128
bufinv_16 | 0 | 16
edfxtp_1 | 2056 | 2056
nor2b_1 | 6 | 4
buf_8 | 0 | 10
clkinv_2 | 0 | 33
mux4_2 | 512 | 512
nand2_2 | 0 | 16
buf_12 | 0 | 4
clkbuf_16 | 0 | 204
clkinv_4 | 0 | 4
clkdlybuf4s50_1 | 0 | 16
clkbuf_1 | 143 | 31
nand4_1 | 8 | 8
nand3_1 | 4 | 4
buf_4 | 12 | 172
clkinvlp_4 | 0 | 6
nand2_1 | 30 | 14
a22oi_1 | 256 | 256
o41ai_1 | 32 | 31
nor2_1 | 259 | 257
clkinv_1 | 0 | 66
kinds of logic after synthesis:
group / count (synthesis)
flip-flops: 2056
buffers and inverters: 225
multiplexers: 512
AND-OR/OR-AND: 416
AND/OR/NAND/NOR: 316
cell type report:
| cell class | count | area, um2 | area share |
|---|---|---|---|
| diodes | 1 | 2.50 | 0.0000282 |
| clock inverters | 131 | 1090 | 0.0123 |
| clock buffers | 235 | 5220 | 0.0589 |
| flip-flops and latches | 2056 | 61700 | 0.696 |
| well taps | 2624 | 3280 | 0.0370 |
| multi-input cells | 1244 | 15700 | 0.177 |
| repair buffers | 202 | 1680 | 0.0190 |
No activity file was given, so power comes from the tool's default toggle rates.
